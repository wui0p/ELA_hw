File: ./run.sh
#!/bin/bash
# OpenROAD 26Q1-2900-gdf79404cd8, Yosys 0.63+post, stock flow scripts
make -C /OpenROAD-flow-scripts/flow DESIGN_CONFIG=/design/flow/config.mk WORK_HOME=/design/flow/orfs finish
File: ./config.mk
export PLATFORM = sky130hd
export DESIGN_NAME = ELA
export DESIGN_NICKNAME = ELA
export VERILOG_FILES = /design/flow/design.v
export SDC_FILE = /design/flow/constraint.sdc
export NUM_CORES = 4
export LEC_CHECK = 1
export CORE_UTILIZATION = 50
File: ./constraint.sdc
current_design ELA

set clk_period 9.9
set clk_io_pct 0.2

create_clock -name clk0 -period $clk_period [get_ports {clk}]

set non_clock_inputs [all_inputs -no_clocks]
set_input_delay [expr $clk_period * $clk_io_pct] -clock clk0 $non_clock_inputs
set_output_delay [expr $clk_period * $clk_io_pct] -clock clk0 [all_outputs]
File: ./design.v
`timescale 1ns/10ps
module ELA(clk, rst, in_data, data_rd, req, wen, addr, data_wr, done);
	input				clk;
	input				rst;
	input		[7:0]	in_data;
	input		[7:0]	data_rd;
	output reg			req;
	output reg			wen;
	output reg	[9:0]	addr;
	output reg	[7:0]	data_wr;
	output reg			done;
reg [3:0] state, next_state;
parameter IDLE=0, STORE=1, BUFF=2, CALL_L=3, CALL=4, CALL_R=5, ELA_L=6, ELA=7, ELA_R=8, FIN=9;
reg [7:0] data_sv [0:7];	 
reg [4:0] num;	 
(* keep = "true" *) reg [7:0] D_1, D_2, D_3;	 
reg finish;	 
always @(posedge clk, posedge rst) begin
	if(rst) state = IDLE;
	else state = next_state;
end
always @(*) begin
	case(state)
		IDLE: begin
			if(!rst) next_state = STORE;
			else next_state = IDLE;
		end
		STORE: begin
			if(addr == 991) next_state = BUFF;
			else next_state = STORE;
		end
		BUFF: next_state = CALL_L;
		CALL_L: begin
			if(finish) next_state = FIN;
			else if(num==3) next_state = ELA_L;
			else next_state = CALL_L;
		end
		ELA_L: next_state = CALL;
		CALL: begin
			if(num==7) next_state = ELA;
			else next_state = CALL;
		end
		ELA: begin
			if((addr+2)%64==0) next_state = CALL_R;
			else next_state = CALL;
		end
		CALL_R: begin
			if(num==3) next_state = ELA_R;
			else next_state = CALL_R;
		end
		ELA_R: next_state = CALL_L;
		FIN: next_state = FIN;
		default: next_state = IDLE;
	endcase
end
always @(posedge clk) begin
	case(state)
		IDLE: begin
			addr = 10'b11_1111_1110;	 
			done = 0;
			finish = 0;
			req = 0;
		end
		STORE: begin
			wen = 1;
			data_wr = in_data;
			if(addr == 10'b11_1111_1110) begin
				req = 1;	 
				addr = addr + 1;
			end else if((addr+1)%32==0 && !req) begin	 
				addr = addr + 32;	 
				req = 1;	 
			end else begin
				addr = addr + 1;
				req = 0;
			end
		end
		BUFF: begin
			wen = 0;
			num = 0;
			addr = 10'b11_1111_1111;
		end
		CALL_L: begin
			wen = 0;
			if(addr == 10'b11_1111_1111) addr = 0;
			else if(num==0) addr = addr + 1;
			else if(num==1) addr = addr + 64;
			data_sv[num] = data_rd;
			num = num + 1;
		end
		ELA_L: begin
			wen = 1;
			num = 0;
			addr = addr - 32;
			data_wr = (data_sv[1] + data_sv[2]) / 2;	 
		end
		CALL: begin
			wen = 0;
			case(num)
				0: addr = addr - 32;
				3: addr = addr + 62;
				6: addr = addr - 33;
				7: addr = addr;
				default: addr = addr + 1;
			endcase
			data_sv[num] = data_rd;
			num = num + 1;
		end
		ELA: begin
			wen = 1;
			num = 0;
			if(data_sv[1] > data_sv[6]) D_1 = data_sv[1] - data_sv[6];
			else D_1 = data_sv[6] - data_sv[1];
			if(data_sv[2] > data_sv[5]) D_2 = data_sv[2] - data_sv[5];
			else D_2 = data_sv[5] - data_sv[2];
			if(data_sv[3] > data_sv[4]) D_3 = data_sv[3] - data_sv[4];
			else D_3 = data_sv[4] - data_sv[3];
			if(D_2 <= D_1) begin
				if(D_2 <= D_3) begin
					data_wr = (data_sv[2] + data_sv[5]) / 2;
				end else begin
					data_wr = (data_sv[3] + data_sv[4]) / 2;
				end
			end else begin
				if(D_1 <= D_3) begin
					data_wr = (data_sv[1] + data_sv[6]) / 2;
				end else begin
					data_wr = (data_sv[3] + data_sv[4]) / 2;
				end
			end
		end
		CALL_R: begin
			wen = 0;
			if(num==0) addr = addr - 31;
			else if(num==1) addr = addr + 64;
			data_sv[num] = data_rd;
			num = num + 1;
		end
		ELA_R: begin
			wen = 1;
			num = 0;
			addr = addr - 32;
			data_wr = (data_sv[1] + data_sv[2]) / 2;
			if(addr==959) finish = 1;	 
		end
		FIN: begin
			done = 1;
		end
		default: addr = addr;
	endcase
end
endmodule
==> impl_metrics.env <==
# physical design summary
export IMPL_gr_total_overflow=0
export IMPL_ios=39
export IMPL_peakVddDrop_mv=0.0830
export IMPL_cts_reportedPaths_clkPinSlew_ns=0.06
export IMPL_status="completed"
export IMPL_syn_inst=898
export IMPL_drv_cap=0
export IMPL_critPathMaxFanout=13
export IMPL_htreeDepth=3
export IMPL_syn_area_per_cell_um2=9.18
export IMPL_grt_max_degree=21
export IMPL_final_max_slew_violation_count=0
export IMPL_fp_util=0.515
export IMPL_syn_area_um2=8240
export IMPL_wirelength_mm=23.0
export IMPL_final_min_clock_period_ns=5.57
export IMPL_place_hpwl_mm=18.3
export IMPL_grt_first_pass_wirelength_mm=35.3
export IMPL_insertion_delay_ns=0.34
export IMPL_cp_startpoint="data_sv[1][0]"
export IMPL_antenna_cells=0
export IMPL_cts_resized=0
export IMPL_netSwitchingFraction=0.272
export IMPL_clock_sinks=85
export IMPL_fin_skew_ns=0.00837
export IMPL_setup_worst_path_end="data_wr[1]"
export IMPL_cts_root_buf="clkbuf_16"
export IMPL_max_freq_mhz=179
export IMPL_timing_setup_tns_ns=0
export IMPL_cts_tree="yes"
export IMPL_r2r_cells=20
export IMPL_drc_errors=0
export IMPL_relSlewSlack=0.437
export IMPL_io_buffer_count=38
export IMPL_postCtsSetupBuffers=0
export IMPL_yosysWarnings=2
export IMPL_hold_path_class="register to register"
export IMPL_die_area_um2=17000
export IMPL_row_count=46
export IMPL_drive_above_1_share=0.0468
export IMPL_cp_arrival_ns=5.64
export IMPL_cts_buffer_depth=2
export IMPL_hold_buffers=0
export IMPL_syn2layout_area_growth_pct=10.3
export IMPL_gp_congestion=0.988
export IMPL_routedWlPerCell_um=20.3
export IMPL_first_global_vias=6498
export IMPL_grt_use_total=0.294
export IMPL_hold_viol_final=0
export IMPL_cp_required_ns=9.97
export IMPL_core_area_um2=16000
export IMPL_drt_iter0_drc=498
export IMPL_r2r_start="data_sv[1][0]"
export IMPL_pwr_share_seq=0.456
export IMPL_r2r_end="data_wr[1]"
export IMPL_ant_nets=0
export IMPL_ff2ff_setup_slack_ns=4.33
export IMPL_pwr_share_comb=0.184
export IMPL_fin_crit_sh=0.563
export IMPL_antenna_found_initial=0
export IMPL_tightest_slew_ns=0.845
export IMPL_critical_path_class="register to register"
export IMPL_rsz0062_at_grt="no"
export IMPL_power_internal_w=0.000719
export IMPL_via_count=6614
export IMPL_setup_viol=0
export IMPL_cts_buffers_inserted=9
export IMPL_crit_path_start_kind="register"
export IMPL_fin_ws_ns=4.33
export IMPL_cp_end_kind="register"
export IMPL_clkPwrFrac=0.360
export IMPL_dr_pass1_iters=7
export IMPL_viasPerCell=5.83
export IMPL_dp_slack_ns=4.33
export IMPL_dieWidth_um=130
export IMPL_p_per_area_nw_per_um2=109
export IMPL_leakage_nw=3.97
export IMPL_p_sw_w=0.000268
export IMPL_fp_dieH_um=130
export IMPL_warnings=83
==> per-layer routing <==
metal | track usage | vias to the layer above | wire (um)
met1 | 0.417 | 3134 | 9900
met4 | 0.0487 | 0 | 421
met2 | 0.467 | 215 | 10600
met5 | 0 | - | 0
li1 | - | 3231 | -
met3 | 0.0960 | 34 | 2020
==> cell usage in the layout (no fill, tap or decap), types with 11 or more instances in the layout <==
| cell | count |
|---|---|
| o21bai_1 | 14 |
| inv_1 | 102 |
| nand3_1 | 24 |
| nor2_1 | 58 |
| and3_1 | 15 |
| nor3_1 | 15 |
| nand2_1 | 48 |
| clkdlybuf4s50_1 | 38 |
| ha_1 | 118 |
| o21ai_0 | 36 |
| a21o_1 | 26 |
| xor2_1 | 23 |
| a21oi_1 | 73 |
| o21a_1 | 11 |
| mux2i_1 | 19 |
| xnor2_1 | 44 |
| edfxtp_1 | 75 |
==> worst min-delay path by stage <==
stage	start	end	cells past startpoint
CTS	finish	state[6]	1
global route	state[6]	done	0
finish	state[6]	state[6]	1
==> through the flow <==
stage               hold WS, ns  cell area (um^2)   util  total power [W]  instances
floorplan                 0.437              8240      -         0.000557        898
global placement          0.465              8780  0.548         0.000636       1118
detailed placement        0.464              8780  0.548         0.000635       1118
CTS                       0.480              9090  0.568         0.000993       1134
global route              0.501              9090  0.568          0.00103       1134
finish                    0.477              9090  0.568         0.000987       1134
==> flip-flops by register name, summed over array words and instances, names as in the netlist <==
name,cells
addr,10
wen,1
num,5
finish,1
done,1
req,1
data_sv,48
state,10
data_wr,8
==> area by class of cell <==
type                    instances  area [um^2]
well taps                     216          270
clock inverters                 7         88.8
multi-input cells             672         5200
flip-flops and latches         85         2500
inverters                     102          383
repair buffers                 43          418
clock buffers                   9          225
fillers                      1450         6910
==> power groups by stage <==
stage                 Sequential (W)  Combinational, W  Clock [W]
after CTS                   0.000450          0.000180   0.000364
after global routing        0.000454          0.000201   0.000374
final                       0.000450          0.000181   0.000355
==> worst max-delay path, cell delays in order (launching register included) <==
cell,delay (ns)
edfxtp_1,0.47
inv_1,0.15
ha_1,0.17
inv_1,0.06
fa_1,0.38
a21o_1,0.18
a21oi_1,0.21
o22ai_1,0.11
o22a_1,0.41
o31ai_1,0.50
xnor2_1,0.22
ha_1,0.29
nand3_1,0.14
a21oi_1,0.05
o31a_1,0.23
o21a_1,0.17
o21a_1,0.17
o22ai_2,0.49
mux2_2,0.42
a221oi_1,0.30
o21ai_0,0.17
Power figures rest on the tool's default switching activity, not on a simulated workload.
